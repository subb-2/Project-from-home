## constraint.sdc

```tcl
current_design ascii_sender

set clk_period 5.5
set clk_io_pct 0.2

create_clock -name clk0 -period $clk_period [get_ports {clk}]

set non_clock_inputs [all_inputs -no_clocks]
set_input_delay [expr $clk_period * $clk_io_pct] -clock clk0 $non_clock_inputs
set_output_delay [expr $clk_period * $clk_io_pct] -clock clk0 [all_outputs]
```

## config.mk

```make
export PLATFORM = sky130hd
export DESIGN_NAME = ascii_sender
export DESIGN_NICKNAME = ascii_sender
export VERILOG_FILES = /design/flow/design.v
export SDC_FILE = /design/flow/constraint.sdc
export NUM_CORES = 4
export LEC_CHECK = 1
export CORE_UTILIZATION = 40
```

## design.v

```verilog
`timescale 1ns / 1ps
module ascii_decoder (
    input            clk,
    input            rst,
    input      [7:0] pop_data,
    input            empty,
    output reg       pop, 
    output reg [4:0] ascii_d
);
    always @(posedge clk, posedge rst) begin
        if (rst) begin
            ascii_d <= 5'b0000;
            pop     <= 1'b0;
        end else begin
            ascii_d <= 5'b0000;
            pop     <= 1'b0;
            if (!empty) begin
                pop <= 1'b1;
                case (pop_data)
                    8'h72: ascii_d <= 5'b00001;   
                    8'h6C: ascii_d <= 5'b00010;   
                    8'h75: ascii_d <= 5'b00100;   
                    8'h64: ascii_d <= 5'b01000;   
                    8'h73: ascii_d <= 5'b10000;   
                endcase
            end
        end
    end
endmodule
module ascii_sw_set (
    input            clk,
    input            rst,
    input      [7:0] pop_data,
    input            empty,
    output reg       pop,
    output reg       ascii_up_down,
    output reg       ascii_stopwatch_watch,
    output reg       ascii_hm_sms,
    output reg       ascii_watch_set,
    output reg       ascii_humi_temp
);
    always @(posedge clk, posedge rst) begin
        if (rst) begin
            pop                   <= 1'b0;
            ascii_up_down         <= 0;
            ascii_stopwatch_watch <= 0;
            ascii_hm_sms          <= 0;
            ascii_watch_set       <= 0;
            ascii_humi_temp       <= 0;
        end else begin
            if (!empty) begin
                pop <= 1'b1;
                case (pop_data)
                    8'h30:   ascii_up_down <= ~ascii_up_down;
                    8'h31:   ascii_stopwatch_watch <= ~ascii_stopwatch_watch;
                    8'h32:   ascii_hm_sms <= ~ascii_hm_sms;
                    8'h33:   ascii_watch_set <= ~ascii_watch_set;
                    8'h35:   ascii_humi_temp <= ~ascii_humi_temp;
                    default: ;
                endcase
            end
        end
    end
endmodule
module ascii_sender (
    input             clk,
    input             rst,
    input      [31:0] mux_2x1_set,
    input             ascii_d_s,
    input             full,
    output reg        push_start,
    output reg [ 7:0] push_data
);
    wire [7:0] ascii_hour_10, ascii_hour_1, ascii_min_10, ascii_min_1,
                ascii_sec_10, ascii_sec_1, ascii_msec_10, ascii_msec_1;
    wire [3:0] send_hour_10, send_hour_1, send_min_10, send_min_1,
                send_sec_10, send_sec_1, send_msec_10, send_msec_1;
    bcd_sender U_BCD_SENDER_HOUR_10 (
        .bcd_sender(send_hour_10),
        .send_data (ascii_hour_10)
    );
    bcd_sender U_BCD_SENDER_HOUR_1 (
        .bcd_sender(send_hour_1),
        .send_data (ascii_hour_1)
    );
    bcd_sender U_BCD_SENDER_MIN_10 (
        .bcd_sender(send_min_10),
        .send_data (ascii_min_10)
    );
    bcd_sender U_BCD_SENDER_MIN_1 (
        .bcd_sender(send_min_1),
        .send_data (ascii_min_1)
    );
    bcd_sender U_BCD_SENDER_SEC_10 (
        .bcd_sender(send_sec_10),
        .send_data (ascii_sec_10)
    );
    bcd_sender U_BCD_SENDER_SEC_1 (
        .bcd_sender(send_sec_1),
        .send_data (ascii_sec_1)
    );
    bcd_sender U_BCD_SENDER_MSEC_10 (
        .bcd_sender(send_msec_10),
        .send_data (ascii_msec_10)
    );
    bcd_sender U_BCD_SENDER_MSEC_1 (
        .bcd_sender(send_msec_1),
        .send_data (ascii_msec_1)
    );
    parameter IDLE = 2'd0, SEND = 2'd1;
    reg [2:0] c_state, n_state;
    reg [3:0] send_cnt_reg, send_cnt_next;
    reg [23:0] data_cap_r;
    always @(posedge clk, posedge rst) begin
        if (rst) begin
            data_cap_r <= 24'd0;
        end else begin
            if (ascii_d_s & c_state == IDLE) begin
                data_cap_r <= mux_2x1_set;
            end
        end
    end
    assign send_hour_10 = (data_cap_r[23:19] / 10) % 10;
    assign send_hour_1  = data_cap_r[23:19] % 10;
    assign send_min_10  = (data_cap_r[18:13] / 10) % 10;
    assign send_min_1   = data_cap_r[18:13] % 10;
    assign send_sec_10  = (data_cap_r[12:7] / 10) % 10;
    assign send_sec_1   = data_cap_r[12:7] % 10;
    assign send_msec_10 = (data_cap_r[6:0] / 10) % 10;
    assign send_msec_1  = data_cap_r[6:0] % 10;
    always @(posedge clk, posedge rst) begin
        if (rst) begin
            c_state <= IDLE;
            send_cnt_reg <= 4'd0;
        end else begin
            c_state <= n_state;
            send_cnt_reg <= send_cnt_next;
        end
    end
    always @(*) begin
        n_state = c_state;
        send_cnt_next = send_cnt_reg;
        push_data = 0;
        push_start = 1'b0;
        case (c_state)
            IDLE: begin
                if (ascii_d_s) begin
                    n_state = SEND;
                end
            end
            SEND: begin
                if (!full) begin
                    push_start = 1'b1;
                    case (send_cnt_reg)
                        4'd0:  push_data = ascii_hour_10;
                        4'd1:  push_data = ascii_hour_1;
                        4'd2:  push_data = 8'h3A;
                        4'd3:  push_data = ascii_min_10;
                        4'd4:  push_data = ascii_min_1;
                        4'd5:  push_data = 8'h3A;
                        4'd6:  push_data = ascii_sec_10;
                        4'd7:  push_data = ascii_sec_1;
                        4'd8:  push_data = 8'h3A;
                        4'd9:  push_data = ascii_msec_10;
                        4'd10: push_data = ascii_msec_1;
                        4'd11: push_data = 8'h0A;
                    endcase
                    if (send_cnt_reg == 10) begin
                        send_cnt_next = 0;
                        n_state = IDLE;
                    end else begin
                        send_cnt_next = send_cnt_reg + 1;
                        n_state = SEND;
                    end
                end
            end
        endcase
    end
endmodule
module bcd_sender (
    input [3:0] bcd_sender,
    output reg [7:0] send_data
);
    always @(bcd_sender) begin
        case (bcd_sender)
            4'd0: send_data = 8'h30;
            4'd1: send_data = 8'h31;
            4'd2: send_data = 8'h32;
            4'd3: send_data = 8'h33;
            4'd4: send_data = 8'h34;
            4'd5: send_data = 8'h35;
            4'd6: send_data = 8'h36;
            4'd7: send_data = 8'h37;
            4'd8: send_data = 8'h38;
            4'd9: send_data = 8'h39;
            default: send_data = 8'h20;
        endcase
    end
endmodule
```

## run.sh

```bash
#!/bin/bash
# OpenROAD 26Q1-2900-gdf79404cd8, Yosys 0.63+post, stock flow scripts
make -C /OpenROAD-flow-scripts/flow DESIGN_CONFIG=/design/flow/config.mk WORK_HOME=/design/flow/orfs finish
```

==> out/metrics.cfg <==
[status]
status = complete, no violations

[logic_synthesis]
yosysTopAreaCell = dfrtp_1
yosys_warnings = 2
yosysMostFrequentCell = nand2_1
syn-instance-count = 355
edf_count = 0
top_cells_by_area = dfrtp_1 (25%), mux2_2 (9.6%), nand2_1 (4.7%)
top_cell_area_share_pct = 24.68
synthFlopType = dfrtp_1
synth_area_sq_um = 2940
synthArstFlopShare_pct = 100.0
avgSynthCellArea_sq_um = 8.283
yosys-stat-area_sq_um = 2940
synth-seq-cells = 30
ys_cells = 355
ys_seq_share_pct = 25.57
synthTopCellsByCount = nand2_1 (37), dfrtp_1 (29), mux2_2 (25)
synth_cell_types = 76

[place]
dp_hpwl_um = 4710
place_ws_ps = 632.2
port_buffers = 34
place_congestion = 0.8727

[final_timing]
rsz0062_at_grt = no
slew_violations = 0
layout_setup_ws_ps = 309.8
final_hold_viol_count = 0
worst_pin_slew_ps = 644.4
final.min_clock_period_ps = 5190
setup_viol = 0
setup_tns_ps = 0
finalClockPeriodUsage_pct = 94.37
slew_headroom_pct = 56.95
clock.fmax_ghz = 0.1927
finalClockSkew_ps = 5.907

[cells_and_area]
fillCellCount = 656
drive_gt1_share_pct = 14.85
largest_reg_flops = 24
area_delta_synth_final_pct = 15.45

[floorplanning]
core_area_sq_um = 6944
rows = 30
fp-utilization_pct = 42.34
die_w_um = 87.74
dieArea_sq_um = 7697
pin_count = 45
die_h_um = 87.74

[min_path]
hold_path_class = register to register

[global_route]
grt_pass1_vias = 2325
grt_use_met1_pct = 29.20
gr-usage-met2_pct = 27.55
antenna_found_initial = 0
gr-max-usage-layer = met1
grt_pass1_wl_um = 10980
met3_usage_pct = 2.004
grt_max_degree = 31
grt.overflow.total = 0
grt_util_all_layers_pct = 18.07

[clock_tree]
clock-sinks = 30
root_buffer = clkbuf_8
cts-buffers-inserted = 5
cts_buffer_depth = 2
cts_tree = built
postCtsSetupRepairBufs = 0
htree_levels = 2
cts_hold_buf = 0
clk_pin_slew_ps = 60
clock_latency_ps = 280
cts_resized = 0

[critical_path]
crit_fanout = 11
crit_path_end_kind = primary output
required_ps = 4400
cp.arrival_ps = 4090
startpoint_type = register
path_class = register to primary output

[drt]
antenna_cells = 0
num_vias = 2627
initialDrtViolationCount = 94
ant_nets = 0
wirelength_um = 6363
viasPerCell = 5.554
drc = 0
drtPass1Iterations = 4
post_drt_wl_per_cell_um = 13.45

[power]
fin_total_pwr_uw = 1992
p_leak_uw = 0.001324
vdd_drop_max_v = 0.0002254
powerDensity_nw_per_um2 = 586.9

[flow_run]
maxCapViolCount = 0
warnings = 33

-- area by class of cell --
class                      count  area, sq um  area share (%)
clock buffer                   7        86.33           2.543
clock inverter                 1        5.005          0.1474
inverter                      14        52.55           1.548
multi-input combinational    288         2014           59.34
sequential                    30        753.2           22.19
tap                           96        120.1           3.539
timing repair buffer          37        362.8           10.69
-- through the flow --
step                      util [%]  hold slack (ps)  instance area [sq um]  std cells
after floorplan                  -            455.6                   2944        356
after global placement       47.55            465.4                   3302        465
after detailed placement     47.55            469.0                   3302        465
after CTS                    48.86            479.6                   3393        473
after global routing         48.88            496.6                   3395        473
final                        48.88            477.5                   3395        473
-- layout by cell type, fill, tap and decap left out, types with 8 or more instances in the layout --
cell | Yosys | layout
mux2_2 | 25 | 25
nor2b_1 | 13 | 13
ha_1 | 8 | 8
a21oi_1 | 16 | 16
nand2b_1 | 18 | 18
clkdlybuf4s50_1 | 0 | 34
dfrtp_1 | 29 | 28
inv_1 | 12 | 12
nor2_1 | 16 | 16
nand2_1 | 37 | 37
o21ai_0 | 16 | 16
-- kinds of logic (layout without fill, tap and decap cells) --
logic type / Yosys count / after routing / synth area share [%]
flops: 30 / 30 / 25.57
compound gates: 99 / 99 / 23.66
other cells: 1 / 2 / 0.1275
fa+ha+maj: 11 / 11 / 4.468
simple gates: 138 / 138 / 26.43
xor+xnor: 7 / 7 / 2.085
buf+inv: 38 / 59 / 6.043
mux: 31 / 31 / 11.62
-- per-layer routing --
layer	part of all wire, %	routed length [um]	vias up
met5	0	0	-
met4	1.2	78	0
met3	3.5	225	8
met2	45	2885	52
met1	50	3173	1212
li1	-	-	1355
-- critical path, stage by stage (launching register included) --
cell and delay (ps):
dfrtp_1 480, or2_2 360, ha_1 320, nand2b_1 170
nor3b_1 170, o21ai_0 110, o211ai_1 170, inv_1 80
ha_1 190, nor4_2 300, xnor2_1 210, nand2b_2 110
a211oi_1 290, a211oi_1 140, a41oi_2 210, clkdlybuf4s50_1 490
-- power by group --
part	internal [uW]	switching, uW	leakage, uW
Sequential	315	227	0.000374
Clock	101	81.4	0.0000482
Combinational	619	649	0.000901
-- path summary, 6_finish.rpt --
kind	slack (ps)	cells past startpoint	start	end
min reg2reg	480	2	c_state[0]$_DFF_PP1_	c_state[0]$_DFF_PP1_
max in group asynchronous	4000	3	rst	c_state[0]$_DFF_PP1_
max	310	15	data_cap_r[11]$_DFFE_PP0P_	push_data[2]
max reg2reg	3620	4	send_cnt_reg[3]$_DFFE_PP0P_	c_state[1]$_DFF_PP0_
min in group asynchronous	1190	3	rst	data_cap_r[23]$_DFFE_PP0P_
min	480	2	c_state[0]$_DFF_PP1_	c_state[0]$_DFF_PP1_
Power figures rest on the tool's default switching activity, not on a simulated workload.
