==> design.v <==
`timescale 1ns / 1ps
module fifo #(
    parameter DEPTH = 4,
    BIT_WIDTH = 8
 ) (
    input        clk,
    input        rst,
    input        push,
    input        pop,
    input  [7:0] push_data,
    output [7:0] pop_data,
    output       full,
    output       empty
);
    wire [$clog2(DEPTH) - 1:0] w_wptr, w_rptr;
    register_file #(
        .DEPTH(DEPTH), 
        .BIT_WIDTH(BIT_WIDTH)
        ) U_REG_FILE (
        .clk(clk),
        .push_data(push_data),
        .w_addr(w_wptr),
        .r_addr(w_rptr),
        .we(push & (~full)),
        .pop_data(pop_data)
    );
    control_unit_fifo #(
        .DEPTH(DEPTH)
    )U_CONTROL_UNIT_FIFO (
        .clk(clk),
        .rst(rst),
        .push(push),
        .pop(pop),
        .wptr(w_wptr),
        .rptr(w_rptr),
        .full(full),
        .empty(empty)
    );
endmodule
module register_file #(
    parameter DEPTH = 4,
    BIT_WIDTH = 8
) (
    input                        clk,
    input  [    BIT_WIDTH - 1:0] push_data,
    input  [$clog2(DEPTH) - 1:0] w_addr,
    input  [$clog2(DEPTH) - 1:0] r_addr,
    input                        we,
    output [    BIT_WIDTH - 1:0] pop_data
);
    reg [BIT_WIDTH - 1:0] register_file[0:(DEPTH - 1)];
    always @(posedge clk) begin
        if (we) begin
            register_file[w_addr] <= push_data;  
        end 
    end
    assign pop_data = register_file[r_addr];
endmodule
module control_unit_fifo #(
    parameter DEPTH = 4
) (
    input                        clk,
    input                        rst,
    input                        push,
    input                        pop,
    output [$clog2(DEPTH) - 1:0] wptr,
    output [$clog2(DEPTH) - 1:0] rptr,
    output                       full,
    output                       empty
);
    reg [1:0] c_state, n_state;
    reg [$clog2(DEPTH)-1:0] wptr_reg, wptr_next, rptr_reg, rptr_next;
    reg full_reg, full_next, empty_reg, empty_next;
    assign wptr  = wptr_reg;
    assign rptr  = rptr_reg;
    assign full  = full_reg;
    assign empty = empty_reg;
    always @(posedge clk, posedge rst) begin
        if (rst) begin
            c_state = 2'b00;
            wptr_reg  <= 0;
            rptr_reg  <= 0;
            full_reg  <= 0;
            empty_reg <= 1'b1;   
        end else begin
            c_state   <= n_state;
            wptr_reg  <= wptr_next;
            rptr_reg  <= rptr_next;
            full_reg  <= full_next;
            empty_reg <= empty_next;
        end
    end
    always @(*) begin
        n_state    = c_state;
        wptr_next  = wptr_reg;
        rptr_next  = rptr_reg;
        full_next  = full_reg;
        empty_next = empty_reg;
        case ({
            push, pop
        })
            2'b10: begin
                if(!full) begin
                    wptr_next = wptr_reg + 1;
                    empty_next = 1'b0;
                    if (wptr_next == rptr_reg) begin
                        full_next = 1'b1;
                    end
                end
            end
            2'b01: begin
                if(!empty) begin
                    rptr_next = rptr_reg + 1;
                    full_next = 1'b0;
                    if (wptr_reg == rptr_next) begin
                        empty_next = 1'b1;
                    end
                end
            end
            2'b11: begin
                if (full_reg == 1'b1) begin
                    rptr_next = rptr_reg + 1;
                    full_next = 1'b0;
                end else if (empty_reg == 1'b1) begin
                    wptr_next = wptr_reg + 1;
                    empty_next = 1'b0;
                end else begin
                    wptr_next = wptr_reg + 1;
                    rptr_next = rptr_reg + 1;
                end
            end
        endcase
    end
endmodule
`timescale 1ns / 1ps
module uart_top (
    input        clk,
    input        rst,
    input        uart_rx,
    input        tx_start,
    input  [7:0] tx_data,
    input        pop_fifo_rx,
    input        push_fifo_tx,
    input  [7:0] push_data_fifo_tx,
    output [7:0] pop_data_fifo_rx,
    output       full_fifo_tx,
    output       empty_fifo_rx,
    output       tx_done,
    output [7:0] rx_data,
    output       rx_done,
    output       uart_tx
);
    wire w_b_tick, w_rx_done;
    wire [7:0] w_rx_data, w_tx_fifo_pop_data;
    wire w_tx_busy, w_tx_fifo_empty;
    uart_tx U_UART_TX (
        .clk(clk),
        .rst(rst),
        .tx_start(~w_tx_fifo_empty),
        .b_tick(w_b_tick),
        .tx_data(w_tx_fifo_pop_data),
        .tx_busy(w_tx_busy),
        .tx_done(),
        .uart_tx(uart_tx)
    );
    fifo U_FIFO_TX (
        .clk(clk),
        .rst(rst),
        .push(push_fifo_tx),
        .pop(~w_tx_busy),
        .push_data(push_data_fifo_tx),
        .pop_data(w_tx_fifo_pop_data),
        .full(full_fifo_tx),
        .empty(w_tx_fifo_empty)
    );
    fifo U_FIFO_RX (
        .clk(clk),
        .rst(rst),
        .push(w_rx_done),
        .pop(pop_fifo_rx),
        .push_data(w_rx_data),
        .pop_data(pop_data_fifo_rx),
        .full(),
        .empty(empty_fifo_rx)
    );
    uart_rx U_UART_RX (
        .clk(clk),
        .rst(rst),
        .rx(uart_rx),
        .b_tick(w_b_tick),
        .rx_data(w_rx_data),
        .rx_done(w_rx_done)
    );
    baud_tick U_BAUD_TICK (
        .clk(clk),
        .rst(rst),
        .b_tick(w_b_tick)
    );
endmodule
module uart_rx (
    input        clk,
    input        rst,
    input        rx,
    input        b_tick,
    output [7:0] rx_data,
    output       rx_done
);
    localparam IDLE = 2'd0, START = 2'd1;
    localparam DATA = 2'd2, STOP = 2'd3;
    reg [1:0] c_state, n_state;
    reg [4:0] b_tick_cnt_reg, b_tick_cnt_next;
    reg [2:0] bit_cnt_next, bit_cnt_reg;
    reg done_reg, done_next;
    reg [7:0] buf_reg, buf_next;
    assign rx_data = buf_reg;
    assign rx_done = done_reg;
    always @(posedge clk, posedge rst) begin
        if (rst) begin
            c_state        <= 2'd0;
            b_tick_cnt_reg <= 5'd0;
            bit_cnt_reg    <= 3'b0;
            done_reg       <= 1'b0;
            buf_reg        <= 8'd0;
        end else begin
            c_state        <= n_state;
            b_tick_cnt_reg <= b_tick_cnt_next;
            bit_cnt_reg    <= bit_cnt_next;
            done_reg       <= done_next;
            buf_reg        <= buf_next;
        end
    end
    always @(*) begin
        n_state         = c_state;
        b_tick_cnt_next = b_tick_cnt_reg;
        bit_cnt_next    = bit_cnt_reg;
        done_next       = done_reg;
        buf_next        = buf_reg;
        case (c_state)
            IDLE: begin
                b_tick_cnt_next = 5'd0;
                bit_cnt_next    = 3'd0;
                done_next       = 1'b0;
                if (b_tick & !rx) begin
                    buf_next = 8'd0;
                    n_state  = START;
                end
            end
            START: begin
                if (b_tick) begin
                    if (b_tick_cnt_reg == 7) begin
                        b_tick_cnt_next = 0;
                        n_state = DATA;
                    end else begin
                        b_tick_cnt_next = b_tick_cnt_reg + 1;
                    end
                end
            end
            DATA: begin
                if (b_tick) begin
                    if (b_tick_cnt_reg == 4'd15) begin
                        b_tick_cnt_next = 5'd0;
                        buf_next = {rx, buf_reg[7:1]};
                        if (bit_cnt_reg == 4'd7) begin
                            n_state = STOP;
                        end else begin
                            bit_cnt_next = bit_cnt_reg + 1;
                        end
                    end else begin
                        b_tick_cnt_next = b_tick_cnt_reg + 1;
                    end
                end
            end
            STOP: begin
                if (b_tick) begin
                    if (b_tick_cnt_reg == 15) begin
                        n_state   = IDLE;
                        done_next = 1'b1;
                    end else begin
                        b_tick_cnt_next = b_tick_cnt_reg + 1;
                    end
                end
            end
        endcase
    end
endmodule
module uart_tx (
    input        clk,
    input        rst,
    input        tx_start,
    input        b_tick,
    input  [7:0] tx_data,
    output       tx_busy,
    output       tx_done,
    output       uart_tx
);
    localparam IDLE = 2'd0, START = 2'd1;
    localparam DATA = 2'd2, STOP = 2'd3;
    reg [1:0] c_state, n_state;   
    reg tx_reg, tx_next;   
    reg [2:0] bit_cnt_reg, bit_cnt_next;
    reg [3:0] b_tick_cnt_reg, b_tick_cnt_next;
    reg busy_reg, busy_next, done_reg, done_next;
    reg [7:0] data_in_buf_reg, data_in_buf_next;
    assign uart_tx = tx_reg;
    assign tx_busy = busy_reg;
    assign tx_done = done_reg;
    always @(posedge clk, posedge rst) begin
        if (rst) begin
            c_state         <= IDLE;
            tx_reg          <= 1'b1;
            bit_cnt_reg     <= 1'b0;
            b_tick_cnt_reg  <= 4'h0;
            busy_reg        <= 1'b0;
            done_reg        <= 1'b0;
            data_in_buf_reg <= 8'h00;
        end else begin
            c_state         <= n_state;
            tx_reg          <= tx_next;
            bit_cnt_reg     <= bit_cnt_next;
            b_tick_cnt_reg  <= b_tick_cnt_next;
            busy_reg        <= busy_next;
            done_reg        <= done_next;
            data_in_buf_reg <= data_in_buf_next;
        end
    end
    always @(*) begin
        n_state          = c_state;
        tx_next          = tx_reg;
        bit_cnt_next     = bit_cnt_reg;
        b_tick_cnt_next  = b_tick_cnt_reg;
        busy_next        = busy_reg;
        done_next        = done_reg;
        data_in_buf_next = data_in_buf_reg;
        case (c_state)
            IDLE: begin
                tx_next         = 1'b1;
                bit_cnt_next    = 1'b0;
                b_tick_cnt_next = 4'h0;
                busy_next       = 1'b0;
                done_next       = 1'b0;
                if (tx_start == 1) begin
                    n_state          = START;
                    busy_next        = 1'b1;
                    data_in_buf_next = tx_data;
                end
            end
            START: begin
                tx_next = 1'b0;
                if (b_tick == 1) begin
                    if (b_tick_cnt_reg == 15) begin
                        n_state = DATA;
                        b_tick_cnt_next = 4'h0;
                    end else begin
                        b_tick_cnt_next = b_tick_cnt_reg + 1;
                    end
                end
            end
            DATA: begin
                tx_next = data_in_buf_reg[0];
                if (b_tick == 1) begin
                    if (b_tick_cnt_reg == 15) begin
                        if (bit_cnt_next == 7) begin   
                            b_tick_cnt_next = 4'h0;
                            n_state = STOP;
                        end else begin
                            b_tick_cnt_next = 4'h0;
                            bit_cnt_next = bit_cnt_reg + 1;
                            data_in_buf_next = {1'b0, data_in_buf_reg[7:1]};
                            n_state = DATA;
                        end
                    end else begin
                        b_tick_cnt_next = b_tick_cnt_reg + 1;
                    end
                end
            end
            STOP: begin
                tx_next = 1'b1;
                if (b_tick == 1) begin
                    if (b_tick_cnt_reg == 15) begin
                        done_next = 1'b1;
                        n_state   = IDLE;
                    end else begin
                        b_tick_cnt_next = b_tick_cnt_reg + 1;
                    end
                end
            end
        endcase
    end
endmodule
module baud_tick (
    input      clk,
    input      rst,
    output reg b_tick
);
    parameter BAUDRATE = 9600 * 16;
    parameter F_COUNT = 100_000_000 / BAUDRATE;
    reg [$clog2(F_COUNT) - 1:0] counter_reg;
    always @(posedge clk, posedge rst) begin
        if (rst) begin
            counter_reg <= 0;
            b_tick <= 1'b0;
        end else begin
            counter_reg <= counter_reg + 1;
            if (counter_reg == (F_COUNT - 1)) begin
                counter_reg <= 0;
                b_tick <= 1'b1;
            end else begin
                b_tick <= 1'b0;
            end
        end
    end
endmodule
==> config.mk <==
export PLATFORM = sky130hd
export DESIGN_NAME = uart_top
export DESIGN_NICKNAME = uart_top
export VERILOG_FILES = /design/flow/design.v
export SDC_FILE = /design/flow/constraint.sdc
export NUM_CORES = 4
export LEC_CHECK = 1
export CORE_UTILIZATION = 40
==> constraint.sdc <==
current_design uart_top

set clk_period 2.9
set clk_io_pct 0.2

create_clock -name clk0 -period $clk_period [get_ports {clk}]

set non_clock_inputs [all_inputs -no_clocks]
set_input_delay [expr $clk_period * $clk_io_pct] -clock clk0 $non_clock_inputs
set_output_delay [expr $clk_period * $clk_io_pct] -clock clk0 [all_outputs]
==> run.sh <==
#!/bin/bash
# OpenROAD 26Q1-2900-gdf79404cd8, Yosys 0.63+post, stock flow scripts
make -C /OpenROAD-flow-scripts/flow DESIGN_CONFIG=/design/flow/config.mk WORK_HOME=/design/flow/orfs finish
==> results_tabular.tex <==
% Synthesis and place-and-route results
\begin{tabular}{lr}
\hline
Metric & Value \\
\hline
\multicolumn{2}{l}{\textbf{GRT}} \\
Total track usage & 14.59\% \\
Global-route wire length before repair & 16420 um \\
Number of antenna violations at the first check in global routing & 0 \\
Pin count of the biggest net entering global routing & 35 \\
Vias in the first global route & 3391 \\
Grt total ovfl & 0 \\
\multicolumn{2}{l}{\textbf{Clocking}} \\
CTS tree & built \\
Hold Buf Count CTS & 0 \\
Maximum buffer depth of the clock tree & 2 \\
CTS sink count & 129 \\
Setup repair bufs after CTS & 0 \\
PostCTS Resize Cnt & 0 \\
CTS HTree Levels & 4 \\
Library cell used as clock root buffer & sky130\_fd\_sc\_hd\_\_clkbuf\_16 \\
Clock latency on the worst-skew pair & 0.41 ns \\
Clock transition at the registers of the reported paths & 0.05 ns \\
TritonCTS buffer count & 17 \\
\multicolumn{2}{l}{\textbf{Synthesis}} \\
Yosys warnings & 15 \\
Post-synth top cells & sky130\_fd\_sc\_hd\_\_edfxtp\_1 (64), sky130\_fd\_sc\_hd\_\_dfrtp\_1 (60), sky130\_fd\_sc\_hd\_\_nand2\_1 (42), sky130\_fd\_sc\_hd\_\_ha\_1 (19), sky130\_fd\_sc\_hd\_\_nand3\_1 (18) \\
Largest family of logic cells by area & simple AND/OR/NAND/NOR gates \\
Multiplexer area fraction after synthesis & 7.275\% \\
Gate Count Post-Synth & 434 \\
Mean cell area of the mapped netlist & 13.39 um2 \\
Post-synthesis share of cell area spent on and, or, nand and nor gates & 10.98\% \\
Proportion of synthesized flip-flops having asynchronous set or reset & 50.39\% \\
Most frequent cell after synthesis & sky130\_fd\_sc\_hd\_\_edfxtp\_1 \\
Synthesized-area fraction occupied by ao, oa, aoi and oai cells & 10.05\% \\
Number of distinct library cells after synthesis & 56 \\
Number of synthesized flops with an enable pin & 64 \\
Synth area leader & sky130\_fd\_sc\_hd\_\_edfxtp\_1 \\
Post-synthesis cell count from yosys & 434 \\
Adder-cell share of the synthesized area & 4.090\% \\
Synth Cell Area & 5813 um2 \\
Synth Register Bits & 129 \\
Sequential share of the synthesized area & 61.15\% \\
Yosys synthesis chip area & 5813 um2 \\
Top cells by area & sky130\_fd\_sc\_hd\_\_edfxtp\_1 (33\%), sky130\_fd\_sc\_hd\_\_dfrtp\_1 (26\%), sky130\_fd\_sc\_hd\_\_ha\_1 (4.1\%) \\
Xor/xnor share & 2.561\% \\
Top cell area share & 33.06\% \\
Predominant post-synthesis flop cell & sky130\_fd\_sc\_hd\_\_edfxtp\_1 \\
\multicolumn{2}{l}{\textbf{Setup path}} \\
Setup slack of the most critical reg-to-reg path & 0.76 ns \\
Worst-path cell with the longest stage delay & sky130\_fd\_sc\_hd\_\_dfrtp\_1 \\
Crit-path cells & mux4\_2 -> clkdlybuf4s50\_1 \\
Count of buffer and inverter cells on the critical path & 1 \\
Type of the worst setup path & register to output port \\
Critical Path Start Type & register \\
R2r worst-path depth & 6 \\
Capturing element type of the critical path & output port \\
Largest fanout on the critical path & 9 \\
Worst stage delay on the critical path & 0.68 ns \\
Critical path arrival & 2.09 ns \\
Critical path's top delay family & flip-flops \\
Worst Path Required & 2.32 ns \\
Depth of the critical timing path with buffers and inverters included & 2 \\
\multicolumn{2}{l}{\textbf{Detailed routing}} \\
Total wire length & 9515 um \\
\# diodes & 0 \\
Antenna Nets Post-Route & 0 \\
Detailed-route wire length per cell & 14.55 um \\
Per-cell via count in the routed design & 5.167 \\
Number of remaining DRC errors & 0 \\
Pre-Repair DR Iteration Count & 4 \\
Violation count after the first detailed-route iteration & 238 \\
Routed vias & 3379 \\
\multicolumn{2}{l}{\textbf{Power}} \\
Leakage & 2.557 nW \\
Power density relative to cell area & 695.4 nW/um2 \\
Peak supply drop & 0.0004990 V \\
Post-layout total power & 4.699 mW \\
\multicolumn{2}{l}{\textbf{Floorplan}} \\
Count of standard-cell rows & 43 \\
Chip Footprint & 15020 um2 \\
Starting Density & 41.40\% \\
Std-Cell Core Area & 14040 um2 \\
Io pins & 43 \\
Die span in x & 122.6 um \\
Chip height & 122.6 um \\
\multicolumn{2}{l}{\textbf{Placed design}} \\
Pre-CTS WS & 0.5088 ns \\
Count of port buffers added during placement & 23 \\
HPWL reported at the end of detailed placement & 6009 um \\
Placer Congestion & 0.8114 \\
Count of placed standard cells including taps & 622 \\
\multicolumn{2}{l}{\textbf{Timing}} \\
Slew Viols, Final & 0 \\
Setup slack of the critical path after layout & 0.2323 ns \\
Unrepaired setup endpoints after global routing & no \\
Portion of the clock cycle consumed by the worst path in the final layout & 91.99\% \\
Max Clock Skew & 0.008300 ns \\
Setup-failing EPs final & 0 \\
Highest achievable clock rate & 0.3749 GHz \\
Post-layout minimum cycle time & 2.668 ns \\
Slew @ Worst Pin & 0.7854 ns \\
Max-Slew Margin vs Limit & 47.64\% \\
Summed negative setup slack over all endpoints & 0 ns \\
Number of hold violations in the final report & 0 \\
\multicolumn{2}{l}{\textbf{Flow run}} \\
Count of tool warnings & 43 \\
Max\_cap viols & 0 \\
\multicolumn{2}{l}{\textbf{Outcome}} \\
Result of the run & finished, final reports clean \\
\multicolumn{2}{l}{\textbf{Hold path}} \\
Class of the worst hold path & register to register \\
Worst hold stages & 2 \\
\multicolumn{2}{l}{\textbf{Final layout}} \\
Share of post-route cells with drive strength above 1 & 15.61\% \\
Area taken by multi-input logic gates & 2069 um2 \\
Storage cell area & 3555 um2 \\
Area delta synth->final & 16.25\% \\
Final non-filler cell total & 654 \\
Fillers & 1177 \\
\hline
\end{tabular}
worst min-delay path: stages (launching register included):
cell and delay, ns:
sky130_fd_sc_hd__dfrtp_1 0.34, sky130_fd_sc_hd__nand2_1 0.05, sky130_fd_sc_hd__o31ai_1 0.06
layout by cell type (no fill, tap or decap), types with 6 or more instances in the layout:
cell type	Yosys	layout
sky130_fd_sc_hd__ha_1	19	19
sky130_fd_sc_hd__a21oi_1	6	6
sky130_fd_sc_hd__nand2_1	42	42
sky130_fd_sc_hd__o31ai_1	6	6
sky130_fd_sc_hd__a22o_1	11	11
sky130_fd_sc_hd__nand3_1	18	18
sky130_fd_sc_hd__nor2b_1	10	10
sky130_fd_sc_hd__o21ai_0	15	15
sky130_fd_sc_hd__and2_1	8	8
sky130_fd_sc_hd__mux4_2	9	9
sky130_fd_sc_hd__dfrtp_1	60	60
sky130_fd_sc_hd__mux2_2	15	15
sky130_fd_sc_hd__clkbuf_16	0	17
sky130_fd_sc_hd__clkdlybuf4s50_1	0	23
sky130_fd_sc_hd__edfxtp_1	64	64
sky130_fd_sc_hd__conb_1	1	10
sky130_fd_sc_hd__xnor2_1	13	13
sky130_fd_sc_hd__nor2_1	14	14
sky130_fd_sc_hd__o22ai_1	7	7
sky130_fd_sc_hd__inv_1	14	13
sky130_fd_sc_hd__nand2b_1	6	6
metal layers:
layer  share of wire, %  up-vias  wire (um)  GRT usage (%)
met1                 47     1644       4463          21.56
li1                   -     1638          -              -
met4                1.2        0        118          1.982
met5                  0        -          0              0
met3                5.7        7        541          5.266
met2                 46       90       4392          22.33
report_power, final:
part	switching, mW	internal (mW)	total, mW
clock	0.745	1.37	2.12
combinational	0.192	0.228	0.421
sequential	0.133	2.03	2.16
total	1.07	3.63	4.70
layout make-up:
type,instances,area share [%]
clock buffer,22,6.721
multi-input combinational,273,30.62
timing repair buffer,26,3.925
inverter,14,0.7776
tap,180,3.333
sequential,129,52.60
clock inverter,10,2.018
worst paths after layout:
| path | start | to |
|---|---|---|
| max in group asynchronous | rst | U_UART_TX.tx_reg |
| worst min register to register | U_UART_TX.data_in_buf_reg[3] | U_UART_TX.data_in_buf_reg[3] |
| worst max register to register | U_UART_RX.b_tick_cnt_reg[0] | U_UART_RX.buf_reg[0] |
| worst max-delay path | U_FIFO_RX.U_CONTROL_UNIT_FIFO.rptr_reg[0] | pop_data_fifo_rx[5] |
| min in group asynchronous | rst | U_BAUD_TICK.counter_reg[6] |
| worst min-delay path | U_UART_TX.data_in_buf_reg[3] | U_UART_TX.data_in_buf_reg[3] |
kinds of logic (layout without fill, tap and decap cells):
| family | Yosys count | after routing |
|---|---|---|
| DFF | 129 | 129 |
| other | 1 | 10 |
| AOI/OAI and AO/OA | 73 | 73 |
| xor gates and xnor gates | 17 | 17 |
| muxes | 29 | 29 |
| and+or+nand+nor | 125 | 125 |
| adders and majority gates | 19 | 19 |
| buffers and inverters | 41 | 72 |
through the flow:
step	instance area [um2]	utilization, %	hold slack, ns
global placement	6167	43.92	0.4611
finish	6758	48.12	0.4806
CTS	6758	48.12	0.4848
global route	6758	48.12	0.5132
detailed placement	6167	43.92	0.4727
floorplan	5847	-	0.4489
Power is estimated from default activity; no workload was simulated.
