==> /design/flow/design.v <==
`timescale 1ns / 1ps
module btn_debounce (
    input  clk,
    input  reset,
    input  i_btn,
    output o_btn
);
    parameter CLK_DIV = 100_000;
    parameter F_COUNT = 100_000_000 / CLK_DIV;
    reg [$clog2(F_COUNT)-1:0] counter_reg;
    reg                       clk_100khz_reg;
    always @(posedge clk, posedge reset) begin
        if (reset) begin
            counter_reg <= 0;
            clk_100khz_reg <= 1'b0;
        end else begin
            counter_reg <= counter_reg + 1;
            if (counter_reg == (F_COUNT - 1)) begin
                counter_reg <= 0;
                clk_100khz_reg <= 1'b1;
            end else begin
                clk_100khz_reg <= 1'b0;
            end
        end
    end
    reg [7:0] q_reg, q_next;
    wire debounce;
    always @(posedge clk_100khz_reg, posedge reset) begin
        if (reset) begin
            q_reg <= 0;
        end else begin
            q_reg <= q_next;   
        end
    end
    always @(*) begin
        q_next = {i_btn, q_reg[7:1]};
    end
    assign debounce = &q_reg;
    reg edge_reg;
    always @(posedge clk, posedge reset) begin   
        if (reset) begin
            edge_reg <= 1'b0;
        end else begin
            edge_reg <= debounce;
        end
    end
    assign o_btn = debounce & (~edge_reg);
endmodule
`timescale 1ns / 1ps
module dht11_top (
    input         clk,
    input         rst,
    input         btn_r_start,
    output [15:0] humidity_data,
    output [15:0] temperature_data,
    output        dht_done,
    output        dht_valid,
    output [ 3:0] dht_debug_led,
    inout         dhtio
);
    wire w_dhtio_sync, w_tick_1us_dht;
    wire w_dhtio_edge_rise, w_dhtio_edge_fall;
    wire w_btn_r_start;
    btn_debounce U_BTN_DHT11 (
        .clk  (clk),
        .reset(rst),
        .i_btn(btn_r_start),
        .o_btn(w_btn_r_start)
    );
    dht11_controller U_DHT11_CONTROL (
        .clk(clk),
        .rst(rst),
        .tick_1us_dht(w_tick_1us_dht),
        .dht_start(w_btn_r_start),
        .dhtio_edge_rise(w_dhtio_edge_rise),
        .dhtio_edge_fall(w_dhtio_edge_fall),
        .humidity(humidity_data),
        .temperature(temperature_data),
        .dht_done(dht_done),
        .dht_valid(dht_valid),
        .dht_debug_led(dht_debug_led),
        .dhtio_sync(w_dhtio_sync),
        .dhtio(dhtio)
    );
    dhtio_edge U_DHTIO_EDGE (
        .clk(clk),
        .rst(rst),
        .i_dhtio_sync(w_dhtio_sync),
        .i_tick_1us_dht(w_tick_1us_dht),
        .o_dhtio_edge_rise(w_dhtio_edge_rise),
        .o_dhtio_edge_fall(w_dhtio_edge_fall)
    );
    dhtio_synchronizer U_DHTIO_SYNC (
        .clk(clk),
        .rst(rst),
        .dhtio(dhtio),
        .o_dhtio_sync(w_dhtio_sync)
    );
    tick_gen_1us_dht U_TICK_GEN_1us_DHT (
        .clk(clk),
        .rst(rst),
        .o_tick_gen_1us(w_tick_1us_dht)
    );
endmodule
module dht11_controller (
    input         clk,
    input         rst,
    input         tick_1us_dht,
    input         dht_start,
    input         dhtio_edge_rise,
    input         dhtio_edge_fall,
    input         dhtio_sync,
    output [15:0] humidity,
    output [15:0] temperature,
    output        dht_done,
    output        dht_valid,
    output [ 3:0] dht_debug_led,
    inout         dhtio
);
    parameter IDLE = 3'd0, START = 3'd1, WAIT = 3'd2, SYNCL = 3'd3,
                SYNCH = 3'd4, DATA_SYNC = 3'd5, DATA = 3'd6, STOP = 3'd7;
    reg [2:0] c_state, n_state;
    reg [$clog2(19000)-1:0] tick_gen_cnt_reg, tick_gen_cnt_next;
    reg [5:0] bit_cnt_reg, bit_cnt_next;
    reg [39:0] dht_buf_reg, dht_buf_next;
    reg [5:0] buf_index_reg, buf_index_next;
    assign humidity = dht_buf_reg[39:24];
    assign temperature = dht_buf_reg[23:8];
    reg dht_valid_reg, dht_valid_next;
    assign dht_valid = dht_valid_reg;
    reg dht_done_reg, dht_done_next;
    assign dht_done = dht_done_reg;
    reg dhtio_reg, dhtio_next;
    reg io_sel_reg, io_sel_next;
    assign dhtio = (io_sel_reg) ? dhtio_reg : 1'bz;
    assign dht_debug_led = {dht_valid, c_state};
    always @(posedge clk, posedge rst) begin
        if (rst) begin
            c_state          <= 3'd0;
            tick_gen_cnt_reg <= 0;
            bit_cnt_reg      <= 6'd0;
            dhtio_reg        <= 1'b1;
            io_sel_reg       <= 1'b1;
            dht_valid_reg    <= 1'b0;
            dht_buf_reg      <= 40'd0;
            buf_index_reg    <= 6'd0;
            dht_done_reg     <= 1'b0;
        end else begin
            c_state          <= n_state;
            tick_gen_cnt_reg <= tick_gen_cnt_next;
            bit_cnt_reg      <= bit_cnt_next;
            dhtio_reg        <= dhtio_next;
            io_sel_reg       <= io_sel_next;
            dht_valid_reg    <= dht_valid_next;
            dht_buf_reg      <= dht_buf_next;
            buf_index_reg    <= buf_index_next;
            dht_done_reg     <= dht_done_next;
        end
    end
    always @(*) begin
        n_state           = c_state;
        tick_gen_cnt_next = tick_gen_cnt_reg;
        bit_cnt_next      = bit_cnt_reg;
        dhtio_next        = dhtio_reg;
        io_sel_next       = io_sel_reg;
        dht_valid_next    = dht_valid_reg;
        buf_index_next    = buf_index_reg;
        dht_buf_next      = dht_buf_reg;
        dht_done_next     = dht_done_reg;
        case (c_state)
            IDLE: begin
                dht_done_next  = 0;
                dht_valid_next = 0;
                if (dht_start) begin
                    n_state = START;
                end
            end
            START: begin
                dhtio_next = 1'b0;
                if (tick_1us_dht == 1) begin
                    tick_gen_cnt_next = tick_gen_cnt_reg + 1;
                    if (tick_gen_cnt_reg == 19000) begin
                        tick_gen_cnt_next = 0;
                        n_state = WAIT;
                    end
                end
            end
            WAIT: begin
                dhtio_next = 1'b1;   
                if (tick_1us_dht == 1) begin
                    tick_gen_cnt_next = tick_gen_cnt_reg + 1;
                    if (tick_gen_cnt_reg == 30) begin
                        tick_gen_cnt_next = 0;
                        n_state = SYNCL;
                        io_sel_next = 1'b0;
                    end
                end
            end
            SYNCL: begin
                if (tick_1us_dht == 1) begin
                    if (dhtio_edge_rise) begin
                        n_state = SYNCH;
                    end
                end
            end
            SYNCH: begin
                if (tick_1us_dht == 1) begin
                    if (dhtio_edge_fall) begin
                        n_state = DATA_SYNC;
                    end
                end
            end
            DATA_SYNC: begin
                if (tick_1us_dht == 1) begin
                    if (dhtio_edge_rise) begin
                        n_state = DATA;
                    end
                end
            end
            DATA: begin
                if (dhtio_sync == 1 && tick_1us_dht) begin
                    tick_gen_cnt_next = tick_gen_cnt_reg + 1;
                end else if (dhtio_edge_fall) begin
                    tick_gen_cnt_next = 0;
                    if (tick_gen_cnt_reg >= 40) begin
                        dht_buf_next = {dht_buf_reg[38:0], 1'b1};
                    end else if (tick_gen_cnt_reg < 40) begin
                        dht_buf_next = {dht_buf_reg[38:0], 1'b0};
                    end
                    buf_index_next = buf_index_reg + 1;
                    bit_cnt_next   = bit_cnt_reg + 1;
                    if (bit_cnt_reg == 39) begin
                        dht_done_next = 1;
                        n_state = STOP;
                    end else begin
                        n_state = DATA_SYNC;
                    end
                end
            end
            STOP: begin
                if (tick_1us_dht == 1) begin
                    if (tick_gen_cnt_reg == 0) begin
                        if (dht_buf_reg[7:0] == (dht_buf_reg[39:32] + dht_buf_reg[31:24] + 
                                                dht_buf_reg[23:16] + dht_buf_reg[15:8]) & 8'hFF) begin
                            dht_valid_next = 1;
                        end else begin
                            dht_valid_next = 0;
                        end
                    end
                    tick_gen_cnt_next = tick_gen_cnt_reg + 1;
                    if (tick_gen_cnt_reg == 50) begin
                        tick_gen_cnt_next = 0;
                        dhtio_next = 1'b1;
                        io_sel_next = 1'b1;
                        n_state = IDLE;
                    end
                end
            end
        endcase
    end
endmodule
module dhtio_edge (
    input  clk,
    input  rst,
    input  i_dhtio_sync,
    input  i_tick_1us_dht,
    output o_dhtio_edge_rise,
    output o_dhtio_edge_fall
);
    reg dht_edge_reg;   
    always @(posedge clk, posedge rst) begin
        if (rst) begin
            dht_edge_reg <= 1'b0;
        end else begin
            if (i_tick_1us_dht) begin
                dht_edge_reg <= i_dhtio_sync;
            end
        end
    end
    assign o_dhtio_edge_rise = i_dhtio_sync & (~dht_edge_reg);
    assign o_dhtio_edge_fall = (~i_dhtio_sync) & dht_edge_reg;
endmodule
module dhtio_synchronizer (
    input  clk,
    input  rst,
    input  dhtio,
    output o_dhtio_sync
);
    reg dht_q1, dht_q2;
    always @(posedge clk, posedge rst) begin
        if (rst) begin
            dht_q1 <= 0;
            dht_q2 <= 0;
        end else begin
            dht_q1 <= dhtio;
            dht_q2 <= dht_q1;
        end
    end
    assign o_dhtio_sync = dht_q2;
endmodule
module tick_gen_1us_dht (
    input      clk,
    input      rst,
    output reg o_tick_gen_1us
);
    parameter F_COUNT = 100_000_000 / 1000_000;
    reg [$clog2(F_COUNT)-1:0] counter_reg;
    always @(posedge clk, posedge rst) begin
        if (rst) begin
            counter_reg <= 0;
            o_tick_gen_1us <= 1'b0;
        end else begin
            counter_reg <= counter_reg + 1;
            if (counter_reg == F_COUNT - 1) begin
                counter_reg <= 0;
                o_tick_gen_1us <= 1'b1;
            end else begin
                o_tick_gen_1us <= 1'b0;
            end
        end
    end
endmodule
==> /design/flow/run.sh <==
#!/bin/bash
# OpenROAD 26Q1-2900-gdf79404cd8, Yosys 0.63+post, stock flow scripts
make -C /OpenROAD-flow-scripts/flow DESIGN_CONFIG=/design/flow/config.mk WORK_HOME=/design/flow/orfs finish
==> /design/flow/config.mk <==
export PLATFORM = sky130hd
export DESIGN_NAME = dht11_top
export DESIGN_NICKNAME = dht11_top
export VERILOG_FILES = /design/flow/design.v
export SDC_FILE = /design/flow/constraint.sdc
export NUM_CORES = 4
export LEC_CHECK = 1
export CORE_UTILIZATION = 50
==> /design/flow/constraint.sdc <==
current_design dht11_top

set clk_period 6.3
set clk_io_pct 0.2

create_clock -name clk0 -period $clk_period [get_ports {clk}]

set non_clock_inputs [all_inputs -no_clocks]
set_input_delay [expr $clk_period * $clk_io_pct] -clock clk0 $non_clock_inputs
set_output_delay [expr $clk_period * $clk_io_pct] -clock clk0 [all_outputs]
==> run notes <==
run results: status aborted with a tool error, Halt Stage clock tree synthesis, Err [error] [KeplerFormal.cpp:679] Workflow failed: Iso has multiple drivers: .dhtio0, dhtio$_DFFE_PP1P_.Q0, Final Wtd Congestion 0.805, Die Span Y 103 µm, Cell Rows 36, Synth Instances around 450, post-placement cell area roughly 5400 µm², clk buf depth 2, Cell Area, Synth 5090 µm², syn avg cell area 11.4 µm², Setup Buffers After CTS 0, total CTS buffers 9, Post-synth top flop dfrtp_1, YS chip area 5090 µm², synth unique cells 52, number of enable flip-flop cells 0, Registers, synthesis 98, port bufs roughly 40, Async S/R FF share, synth around 100%, Hold Buf Count CTS 0, post-DP HPWL around 5900 µm, fp_density 51.8%, Post-synth seq share 48.2%, Synth Warn # 6, Top Ports 42, root buffer cell clkbuf_8, placed cells 578, H-tree depth 3, Chip Width 103 µm, endpoints left unconstrained 9, yosys stat cell total 447, register pins left without a clock 8, CTS-repair resized insts 0
[cells by family after synthesis]
kind of cell,share of synthesized area [%]
compound gates,7.16
xor+xnor,7.40
fa+ha+maj,8.70
buf+inv,7.13
flops,48.2
mux,8.19
simple gates,13.2
[metrics by stage]
step / worst slack [ps] / total power [mW] / hold slack (ps)
after detailed placement: 3160 / 0.605 / 348
after global placement: 3210 / 0.605 / 335
after floorplan: 2480 / 0.600 / 331
[synth_stat cells, types with 14 or more instances]
cell,n,area (µm²)
buf_4,32,240
dfrtp_1,97,2430
fa_1,14,280
inv_1,17,63.8
mux2_2,37,417
nand2_1,20,75.1
nand3_1,17,85.1
nand4_1,15,93.8
nor2_1,37,139
o21ai_0,15,75.1
xnor2_1,22,193
xor2_1,21,184
Power figures rest on the tool's default switching activity, not on a simulated workload.
